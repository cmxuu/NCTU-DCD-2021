[flow/design.v]
module D_flip_flop_AR(Q, D, clk, rst);
	output Q;
	input D, clk, rst;
	reg Q;
	always @(posedge clk or negedge rst)
		if (!rst) Q <= 1'b0;
		else Q <= D;
endmodule
module Lab3_Sequence_Recognizer_structure (input x, clock, reset, output z);
	wire A, B, C;
	wire DA, DB, DC;
	assign DA = ((~C) & x) | (B & C & (~x));
	assign DB = (A & (~C) & (~x)) | (B & (~C) & (~x)) | (C & x);
	assign DC = (~x);
	assign z = (B & (~C) & (~x)) | (A & C & x);
	D_flip_flop_AR MA(A, DA, clock, reset);
	D_flip_flop_AR MB(B, DB, clock, reset);
	D_flip_flop_AR MC(C, DC, clock, reset);
endmodule
[flow/run.sh]
#!/bin/bash
# OpenROAD 26Q1-2900-gdf79404cd8, Yosys 0.63+post, stock flow scripts
make -C /OpenROAD-flow-scripts/flow DESIGN_CONFIG=/design/flow/config.mk WORK_HOME=/design/flow/orfs finish
[flow/config.mk]
export PLATFORM = sky130hd
export DESIGN_NAME = Lab3_Sequence_Recognizer_structure
export DESIGN_NICKNAME = Lab3_Sequence_Recognizer_structure
export VERILOG_FILES = /design/flow/design.v
export SDC_FILE = /design/flow/constraint.sdc
export NUM_CORES = 4
export LEC_CHECK = 1
export CORE_AREA = 10 10 70 70
export DIE_AREA = 0 0 80 80
[flow/constraint.sdc]
current_design Lab3_Sequence_Recognizer_structure

set clk_period 1.2
set clk_io_pct 0.2

create_clock -name clk0 -period $clk_period [get_ports {clock}]

set non_clock_inputs [all_inputs -no_clocks]
set_input_delay [expr $clk_period * $clk_io_pct] -clock clk0 $non_clock_inputs
set_output_delay [expr $clk_period * $clk_io_pct] -clock clk0 [all_outputs]
==> reports/results.ini <==
[status]
status=completed

[pwr]
clockPowerShare_pct=53.4
cellLeakagePower_nw=0.113
p_int_mw=0.258
power_density_nw_per_um2=1220
vdd_drop_max_uv=120
power.share.switching_pct=20.9
comb_power_share_pct=11.5
seq_power_share_pct=35.2
power.switching_mw=0.0683

[cells_and_area]
lay_top_count=buf_4
instances_no_fill=68
fillers=411
final_util_pct=7.80
syn_to_final_growth_pct=120
layout.area.comb_um2=50.0
drive_gt1_share_pct=40.9
seq_area_um2=75.1
mostFrequentLayoutCells=4 x buf_4, 3 x dfrtp_1, 3 x clkbuf_4, 2 x o21ai_1

[place]
place_congestion=0.583
portBuffers=3
dpl.cell_count=62
dpl_worst_slack_ns=-0.564

[routing]
drt_iter0_markers=11
n_antenna_cell=0
wl_met2_um=151
routedWlPerCell_um=4.91
detail_route.first_pass.iterations=2
top_layer_used=met3
drc=0
via_per_inst=1.72
vias=117
ant_nets=0
drt-met1-wl_um=138
wl_um=334
wl_met3_um=43

[synth]
synth.area.top_cells=dfrtp_1 62%, mux2i_1 8.2%, o21ai_1 8.2%
yosysUniqueCellTypes=8
yosys_warnings=1
synth_top_cell_by_area=dfrtp_1
top_logic_kind=AND-OR/OR-AND gates
synth_seq_share_pct=61.9
ys.flops=3
adder_share_pct=0
ys_cells=11
syn_avg_cell_area_um2=11.0
synth_area_um2=121
synthAoiAreaFrac_pct=14.4
yosysTopAreaCellShare_pct=61.9
ys_area_um2=121
xor_share_pct=0
simple_gate_area_share_pct=12.4
syn_inst=11
mux_share_pct=8.25

[sta]
period_used_pct=92.9
rsz0062_at_grt=no
timing.setup.tns_ns=0
max_slew.worst_pin.slew_ns=0.163
final.min_clock_period_ns=1.12
worst_clock_skew_ns=0.00165
fmax_mhz=897
setup_violations=0
setup_ws_ns=0.0846
relSlewSlack_pct=89.1
slew_viol_final=0
hold_violations=0

[clock_tree]
cts_made_buffers=3
clock-sinks=3
clk_latency_ns=0.23
cts_root_buffer=clkbuf_4
hold_buffers=0
clk_path_buf_depth=2
ctsHtreeMaxLevel=1
cts_tree=yes
clk_pin_slew_ns=0.04

[die]
rows=21
die_h_um=80
chipArea_um2=6400
fp.coreArea_um2=3420
fp_util_pct=3.55
die_w_um=80
io_pins=4

[worst_setup_path]
path_depth=4
crit_fanout=5
r2r-end=MA.Q$_DFF_PN0_
ff2ff_path_depth=4
r2r_start=MB.Q$_DFF_PN0_
arrival_ns=0.88
crit_family=buffers and inverters
worstSetupEndpointType=output port
slowest_delay_ns=0.28
path_cells=dlygate4sd2_1 -> nand2b_4 -> o21ai_1 -> buf_2
cp_num_buf_inv=2
worstPathRequired_ns=0.96
cp_slowest_cell=dlygate4sd2_1
critPathCapture=z
crit_type=input port to output port
reg2reg_slack_ns=0.32
crit_start=x
start_kind=input port

[global_routing]
grt_overflow=0
grt_max_degree=6
grt_pass1_wl_um=517
antenna_found_initial=0
grt_usage_pct=1.18
grt_pass1_vias=134

[job]
maxCapViolCount=0
log.warning_count=25

[min_path]
hp-class=input port to asynchronous set/reset pin

-- through the flow --
step / hold WS [ns] / cell area (um2) / power, mW
2_1_floorplan: -0.0556 / 121 / 0.124
3_3_place_gp: 0.438 / 224 / 0.145
3_5_place_dp: 0.436 / 224 / 0.147
4_1_cts: 0.188 / 267 / 0.338
5_1_grt: 0.196 / 267 / 0.348
6_report: 0.194 / 267 / 0.326
-- power groups by stage --
stage         combinational (mW)  clock (mW)  sequential [mW]
global route              0.0421       0.190            0.116
CTS                       0.0384       0.185            0.115
finish                    0.0374       0.174            0.115
-- metal layers --
layer / vias up / global-route usage [%]
met5: - / 0
met4: 0 / 0.528
met3: 0 / 1.59
met2: 3 / 1.36
met1: 52 / 1.13
li1: 62 / -
-- cells in the mapped netlist, drive strengths merged --
| library cell | instances |
|---|---|
| mux2i | 1 |
| o21ai | 2 |
| dfrtp | 3 |
| inv | 1 |
| o21bai | 1 |
| nand3 | 1 |
| nand2 | 1 |
| nand2b | 1 |
-- worst min path at each step --
| stage | from | end | slack, ns | cells past startpoint |
|---|---|---|---|---|
| finish | reset | MB.Q$_DFF_PN0_ | 0.19 | 1 |
| global route | reset | MC.Q$_DFF_PN0_ | 0.20 | 1 |
| CTS | reset | MB.Q$_DFF_PN0_ | 0.19 | 1 |
-- state kept, by name (all words and copies together) (netlist names) --
| signal | cells |
|---|---|
| MA.Q | 1 |
| MB.Q | 1 |
| MC.Q | 1 |
-- layout make-up --
| class | count | share of cell area [%] |
|---|---|---|
| clock buffer | 4 | 9.86 |
| inverter | 1 | 1.41 |
| multi-input combinational | 7 | 18.8 |
| sequential | 3 | 28.2 |
| tap | 46 | 21.6 |
| timing repair buffer | 7 | 20.2 |
-- timing repair --
item                       in CTS  in global routing
setup endpoints to repair       1                  0
setup buffers                   2                  0
gates resized                   5                  0
-- logic make-up (layout without fill, tap and decap cells) --
logic type	Yosys count	count (layout)
AOI/OAI and AO/OA	3	3
buffers and inverters	1	12
DFF	3	3
muxes	1	1
and+or+nand+nor	3	3
No activity file was given, so power comes from the tool's default toggle rates.
