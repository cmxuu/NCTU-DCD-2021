==> flow/run.sh <==
#!/bin/bash
# OpenROAD 26Q1-2900-gdf79404cd8, Yosys 0.63+post, stock flow scripts
make -C /OpenROAD-flow-scripts/flow DESIGN_CONFIG=/design/flow/config.mk WORK_HOME=/design/flow/orfs finish
==> flow/config.mk <==
export PLATFORM = sky130hd
export DESIGN_NAME = Lab3_Sequence_Recognizer_state_diagram
export DESIGN_NICKNAME = Lab3_Sequence_Recognizer_state_diagram
export VERILOG_FILES = /design/flow/design.v
export SDC_FILE = /design/flow/constraint.sdc
export NUM_CORES = 4
export LEC_CHECK = 1
export CORE_AREA = 10 10 70 70
export DIE_AREA = 0 0 80 80
==> flow/constraint.sdc <==
current_design Lab3_Sequence_Recognizer_state_diagram

set clk_period 1.4
set clk_io_pct 0.2

create_clock -name clk0 -period $clk_period [get_ports {clock}]

set non_clock_inputs [all_inputs -no_clocks]
set_input_delay [expr $clk_period * $clk_io_pct] -clock clk0 $non_clock_inputs
set_output_delay [expr $clk_period * $clk_io_pct] -clock clk0 [all_outputs]
==> flow/design.v <==
module Lab3_Sequence_Recognizer_state_diagram (input x, clock, reset, output z);
	reg			z;
	reg	[2:0]	state, next;
	parameter	S0 = 3'b000, S1 = 3'b001, S2 = 3'b010,
				S3 = 3'b011, S4 = 3'b100, S5 = 3'b101;
	always @(posedge clock or negedge reset) begin
		if (reset == 0) state <= S0;
		else state <= next;
	end
	always @(state, x) begin
		case(state)
			S0:	if(x) next <= S4;	else next <= S1;
			S1:	if(x) next <= S2;	else next <= S1;
			S2:	if(x) next <= S4;	else next <= S3;
			S3:	if(x) next <= S2;	else next <= S5;
			S4:	if(x) next <= S4;	else next <= S3;
			S5:	if(x) next <= S2;	else next <= S1;
		endcase
	end
	always @(state, x) begin
		case(state) 
			S2:	z = (x == 0);
			S5: z = (x == 1);
			default: z = 0;
		endcase
	end
endmodule
==> flow_summary_export.csv <==
group,metric,value,unit
timing,clock.fmax,620,MHz
power_and_ir_drop,pwr_density_cell,731,nW/um^2
run,total_tool_warning_count,27,
power_and_ir_drop,power.leakage,0.164,nW
global_route,grt_first_pass_wirelength,724,microns
power_and_ir_drop,p_sw,0.0000566,W
run_status,outcome,"complete, but fails checks",
timing,worstMarginPinSlew,175,ps
floorplanning,fp-utilization,5.97,%
drt,drt-wirelength-per-cell,5.83,microns
synthesis,syn_avg_cell_area,11.3,sq um
global_route,globalRouteOverflowTotal,0,
floorplanning,floorplan.die.height,80,microns
critical_path,timing.critical_path.from_type,"flop",
critical_path,worst_ep_required_time,1120,ps
drt,drtPass1Iterations,1,
finish,layout_top_cells_excl_fill_tap,"6 x buf_4, 3 x clkbuf_4, 3 x dlxtn_1, 3 x dfrtp_1",
timing,final-max-slew-violation-count,0,
clocking,tritoncts,"done",
synthesis,synth.area.top_cells,"dfrtp_1 37%, dlxtn_1 22%, and2b_1 7.4%",
placement,buffer_ports.inserted,3,
finish,layout-area-overhead-vs-synth,77.3,%
timing,setup_total_negative_slack,-213,ps
timing,timing_hold_violations_final,0,
drt,drt_drc_violations_left,0,
floorplanning,fp.dieW,80,microns
power_and_ir_drop,cell_internal_pwr,0.000208,W
finish,sequential_cell_area_in_the_final_layout,120,sq um
critical_path,critPathCaptureType,"primary output",
clocking,cts-htree-levels,1,
drt,drtIter0Drc,0,
critical_path,crit_arrival,1330,ps
timing,timing.final.crit_period,1610,ps
placement,detailed_place_hpwl,347,microns
run_status,violations,"negative setup slack",
clocking,clock_tree.root_cell,"clkbuf_4",
timing,unconstrained_endpoints,6,
power_and_ir_drop,share_of_total_power_in_sequential_cells,34.0,%
finish,mostFrequentLayoutCell,"buf_4",
placement,place_worst_setup_slack,-641,ps
finish,fillerInstances,410,
timing,slew_headroom,88.2,%
synthesis,synth_cells,18,
floorplanning,chip_area,6400,sq um
global_route,track_usage,1.51,%
power_and_ir_drop,switching_part_of_the_total,21.4,%
timing,postLayoutSetupSlackWorst,-213,ps
power_and_ir_drop,clockPowerShare,59.1,%
synthesis,ys.warnings.count,1,
clocking,total_cts_buffers,3,
placement,routabilityCongestion,0.701,
global_route,initial_antenna_violation_count,0,
clocking,post_cts_hold_buffer_count,0,
timing,rsz0062_at_grt,"yes",
floorplanning,placement_rows,21,
synthesis,top_cell_area_share,36.8,%
global_route,grt_pass1_vias,183,
global_route,largest_net_degree_at_the_start_of_global_routing,7,
finish,drive_above_1_share,38.7,%
floorplanning,placeableCoreArea,3420,sq um
drt,post_drt_via_cell_ratio,2.36,
synthesis,synth_cell_type_count,12,
critical_path,criticalPathCategory,"flop to primary output",
drt,antenna-diode-count,0,
power_and_ir_drop,worst_ir_drop_vdd,0.000111,V
finish,area.combinational,81.3,sq um
critical_path,worst-path-max-fanout,2,
synthesis,cell_type_with_the_highest_aggregate_area_in_the_netlist,"dfrtp_1",
clocking,cts_clk_pin_slew_worst_paths,40,ps
min_path,min-delay-path-class,"input port to asynchronous set/reset pin",
synthesis,yosys-stat-area,204,sq um
clocking,clock_path_buffers,2,
power_and_ir_drop,p_total,0.000264,W
timing,finalClockPeriodUsage,115,%
floorplanning,ios,4,
synthesis,synth-cells-yosys,18,
power_and_ir_drop,share_comb_of_total_power,7.0,%
synthesis,yosys_register_bits,6,
synthesis,post_synth_instance_area,204,sq um
timing,final-setup-viol-count,1,
timing,unclocked_regs,3,
run,max_cap_violations,0,
drt,ant_nets,0,
drt,routed_wirelength,449,microns
drt,route.vias.total,182,
power groups by stage:
stage | sequential [W] | combinational (W) | clock (W)
4_1_cts | 0.0000897 | 0.0000182 | 0.000164
5_1_grt | 0.0000897 | 0.0000209 | 0.000169
6_report | 0.0000897 | 0.0000184 | 0.000156
cell families after synthesis:
kind of cell | after synthesis | synth area share (%)
buffers and inverters | 2 | 3.68
flip-flops | 3 | 36.8
AND/OR/NAND/NOR | 6 | 21.5
latches | 3 | 22.1
AND-OR/OR-AND | 4 | 16.0
Yosys cell counts:
library cell	instances
o21bai_1	1
or4b_1	1
and2_1	1
nand2_1	1
o31ai_1	1
inv_1	2
a221o_1	1
dlxtn_1	3
and2b_2	1
a211oi_1	1
dfrtp_1	3
and2b_1	2
worst max-delay path: stages (launching register included):
cell and delay [ps]:
dfrtp_1 370, or4b_1 530, o31ai_2 70, buf_2 120
path summary, 6_finish.rpt:
path	from	end	slack (ps)
hold / removal	reset	state[1]	220
min in group clk0	x	z	1050
max in group asynchronous	reset	state[0]	1040
setup / recovery	state[2]	z	-210
per-layer routing:
metal	up-vias	part of all wire, %	wire, microns	global-route usage, %
met5	-	0	0	0
met3	3	7.1	32	0.909
li1	87	-	-	-
met1	87	39	175	1.41
met4	0	6.2	28	0.880
met2	5	47	212	2.49
timing repair:
| item | CTS | global route |
|---|---|---|
| setup buffers | 0 | 1 |
| setup endpoints to repair | 1 | 1 |
| gates resized | 4 | 1 |
| pin swaps | 1 | 1 |
area by class of cell:
| type | count | share of cell area, % |
|---|---|---|
| Tap cell | 46 | 15.9 |
| Clock buffer | 4 | 7.27 |
| Sequential cell | 6 | 33.2 |
| Timing Repair Buffer | 9 | 19.0 |
| Multi-Input combinational cell | 10 | 22.5 |
| Inverter | 2 | 2.08 |
metrics by stage:
stage	hold slack [ps]	area [sq um]	cells	util, %
global placement	470	329	72	9.63
floorplan	-15.6	204	18	-
detailed placement	471	329	72	9.63
CTS	218	349	76	10.2
finish	223	362	77	10.6
global route	232	362	77	10.6
sequential cells by signal, summed over array words and instances, names as in the netlist:
register and count:
next 3, state 3
No activity file was given, so power comes from the tool's default toggle rates.
